==> /design/flow/design.v <==
module addbit (
	a, b, ci,sum,co
);
input a, b, ci;
output sum, co;
wire a, b, ci, sum, co;
assign{co, sum} = a + b + ci;
endmodule
module adder_hier (
	result, carry, r1, r2, ci
);
input [3:0] r1, r2;
input ci;
output [3:0] result;
output carry;
wire [3:0] r1, r2, result;
wire ci, carry;
wire c1, c2, c3;
addbit u0(r1[0], r2[0], ci, result[0], c1);
addbit u1(r1[1], r2[1], c1, result[1], c2);
addbit u2(r1[2], r2[2], c2, result[2], c3);
addbit u3(r1[3], r2[3], c3, result[3], carry);
endmodule
module tb ();
reg [3:0] r1,r2;
reg ci;
wire [3:0] result;
wire carry;
	initial begin
		r1 = 0;
		r2 = 0;
		ci = 0;
		#10 r1 = 18;
		#10 r2 = 2;
		#10 ci = 1;
		#10 $display("+---------------------------+");
	end
adder_hier U(result, carry, r1, r2, ci);
initial begin
	$display("+----------------------+");
	$display("| r1 | r2 | ci | u0.sum | u1.sum | u2.sum | u3.sum |");
	$display("+----------------------+");
	$monitor("| %h | %h | %h | %h | %h | %h | %h |", r1, r2, ci, tb.U.u0.sum, tb.U.u1.sum, tb.U.u2.sum, tb.U.u3.sum);
end	
endmodule
==> /design/flow/run.sh <==
#!/bin/bash
# OpenROAD 26Q1-2900-gdf79404cd8, Yosys 0.63+post, stock flow scripts
make -C /OpenROAD-flow-scripts/flow DESIGN_CONFIG=/design/flow/config.mk WORK_HOME=/design/flow/orfs finish
==> /design/flow/config.mk <==
export PLATFORM = sky130hd
export DESIGN_NAME = adder_hier
export DESIGN_NICKNAME = adder_hier
export VERILOG_FILES = /design/flow/design.v
export SDC_FILE = /design/flow/constraint.sdc
export NUM_CORES = 4
export LEC_CHECK = 1
export CORE_AREA = 10 10 70 70
export DIE_AREA = 0 0 80 80
==> /design/flow/constraint.sdc <==
current_design adder_hier

set clk_period 5.0
set clk_io_pct 0.2

create_clock -name clk0 -period $clk_period

set non_clock_inputs [all_inputs -no_clocks]
set_input_delay [expr $clk_period * $clk_io_pct] -clock clk0 $non_clock_inputs
set_output_delay [expr $clk_period * $clk_io_pct] -clock clk0 [all_outputs]
==> impl_report.txt <==
RUN METRICS
----------------------------------------------------
[Run status]
  Result of the run ........................ completed

[Cells and area]
  Area used by multi-input combinational logic ........................ 80.1 sq um
  Register area ........................ 0 sq um
  Fillcell total ........................ 404
  Clkbuf count ........................ 0
  Fraction of final layout cells with drive strength greater than 1 ........................ 0%
  Number of sequential cells in the layout ........................ 0
  Most frequent logic cells in the routed design ........................ 14 x clkdlybuf4s50_1, 10 x inv_1, 4 x fa_1
  Area Overhead vs Synth ........................ 114%
  Summed area of non-filler cells in the final layout ........................ 315 sq um
  Dominant logic cell type in the layout ........................ clkdlybuf4s50_1

[Die]
  DIE AREA ........................ 6400 sq um
  Placeable core region ........................ 3420 sq um
  Count of boundary I/O pins ........................ 14
  Width of the die ........................ 80 um
  Chip Height ........................ 80 um
  Core Density at Floorplan ........................ 4.32%
  FP Rows ........................ 21

[Pwr]
  Combinational group share of total power ........................ 100.0%
  Cell Pwr Density ........................ 89.9 nW/um^2
  Share of power burned in the clock network ........................ 0%
  Switching Fraction ........................ 28.1%
  Static leakage ........................ 0.137 nW
  Pint ........................ 20.4 uW
  Sequential group share of total power ........................ 0%
  Maximum vdd ir drop ........................ 0.0000249 V
  Switching power ........................ 7.96 uW

[Detailed routing]
  DR vias/cell ........................ 1.57
  Number of nets still failing antenna checks after routing ........................ 0
  DRC violations left ........................ 0
  Count of TritonRoute iterations in the first routing pass ........................ 1
  Vias after detailed routing ........................ 116
  Wire length per cell ........................ 5.20 um
  Detailed Route Iter0 Violations ........................ 0
  Detailed-route wire length ........................ 385 um
  Antenna diode count ........................ 0

[Synth]
  Post-synth area from yosys stat ........................ 148 sq um
  Post-Synthesis Mean Instance Area ........................ 8.20 sq um
  Gate Count Post-Synth ........................ 18
  Total standard cell area after synthesis ........................ 148 sq um
  Register area share after synthesis ........................ 0%
  Yosys warns ........................ 0
  Distinct cells, synth ........................ 3
  Total cells reported by yosys after synthesis ........................ 18

[Clock tree]
  Resized Gates After CTS ........................ 0
  Post-CTS Setup Inserts ........................ 0
  Post-cts hold buffer count ........................ 0

[Place]
  Pre-CTS setup slack ........................ 0.529 ns
  Routability cong. ........................ 0.779
  # port buffers ........................ 14
  Standard cell area after detailed placement ........................ 315 sq um
  Post-detailed-placement half-perimeter wirelength ........................ 376 um

[Worst setup path]
  Cell family with the largest share of critical-path delay ........................ adder cells
  WP buf/inv ........................ 6
  Data arrival at the endpoint of the critical path ........................ 3.45 ns
  Max Fanout on Critical Path ........................ 1
  Class of the most critical setup path ........................ primary input to output pin
  Category of the worst setup path capture point ........................ output pin
  Cell type of the slowest stage on the worst timing path ........................ clkdlybuf4s50_1
  Crit-path cells ........................ clkdlybuf4s50_1 -> inv_1 -> fa_1 -> inv_1 -> fa_1 -> fa_1 -> inv_1 -> fa_1 -> inv_1 -> clkdlybuf4s50_1
  Kind of start point of the critical path ........................ primary input
  Longest individual stage delay on the worst path ........................ 0.46 ns
  WP data required ........................ 4.00 ns

[Worst hold path]
  Hold Path Class ........................ primary input to output pin

[STA]
  Count of final setup violators ........................ 0
  Worst slew margin relative to its limit ........................ 92.4%
  Hold Fails Final Rpt ........................ 0
  Fin Setup TNS ........................ 0 ns
  Final number of max-transition violations ........................ 0
  Period utilisation layout ........................ 88.9%
  Tightest Pin Transition ........................ 0.114 ns
  Fmax achieved ........................ 225 MHz
  Worst Hold Margin ........................ 3.04 ns
  Setup repair after global routing missed its margin ........................ no
  Setup ws final ........................ 0.555 ns
  Post-route minimum period ........................ 4.45 ns

[Job]
  Number of warning messages in the logs ........................ 32
  MaxCap Viol Count ........................ 0

[Global routing]
  Total congestion overflow ........................ 0
  Maximum number of pins on one net before global-route repair ........................ 2
  Total routing usage reported by global routing ........................ 1.21%
  Number of global-route vias before repair ........................ 147
  First-pass GRT wire length ........................ 621 um
  Antenna violations before repair ........................ 0

----------------------------------------------------
[path summary, 6_finish.rpt]
check | from | end | depth (start not counted)
max | r1[0] | result[3] | 10
min | ci | result[0] | 5
[cells in the mapped netlist]
cell | n | area share [%]
fa_1 | 4 | 54
inv_1 | 10 | 25
buf_4 | 4 | 20
[cells by family after synthesis]
kind of cell / Yosys count / synth area share, %
adders and majority gates: 4 / 54.2
buffers and inverters: 14 / 45.8
[metal layers]
metal  track usage, %  wire length (um)
met5                0                 0
met4                0                 0
met3            0.682                94
met2            0.883                57
met1             2.33               233
[area by class of cell]
| type | count | area share (%) |
|---|---|---|
| well taps | 46 | 18.3 |
| repair buffers | 14 | 44.4 |
| inverters | 10 | 11.9 |
| multi-input cells | 4 | 25.4 |
[power groups by stage]
| stage | logic (mW) | registers [mW] | clock network (mW) |
|---|---|---|---|
| 6_report | 0.0283 | 0 | 0 |
| 5_1_grt | 0.0326 | 0 | 0 |
| 4_1_cts | 0.0292 | 0 | 0 |
[metrics by stage]
stage / util (%) / total power [mW] / instances
after floorplan: - / 0.0137 / 18
after global placement: 9.23 / 0.0289 / 74
after detailed placement: 9.23 / 0.0288 / 74
after CTS: 9.23 / 0.0292 / 74
after global routing: 9.23 / 0.0326 / 74
final: 9.23 / 0.0283 / 74
Power is estimated from default activity; no workload was simulated.
