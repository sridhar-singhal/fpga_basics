<file path="design.v">
module add_64 (
	a, 	 
	b,	 
	op	 
);
input [63:0] a,b;
output [63:0] op;
assign op = a + b;	 
endmodule
module mult_16_V1 (
	 a,b, op
);
input [15:0] a,b;
output [31:0] op;
reg [31:0] op = 0;
integer i;
always @(a or b)
begin
	op = 0;
	for (i = 0; i < 16; i=i+1) 
		if(b[i]== 1'b1)
			op = op + (a << i);
end
endmodule
module mac_16 (
 clk,clk_en, dataa, datab, out    
);
input clk, clk_en;
input [15:0] datab, dataa;
output [63:0] out;		 
reg [63:0] out = 0;
wire [31:0] a;
wire [63:0] c;
add_64 a1(.a(a),.b(out),.op(c));
mult_16_V1 m1(.a(dataa),.b(datab),.op(a));
always @(posedge clk)
begin
	if(clk_en)
		out <= c;
	$monitor("dataa = %d, datab = %d, c = %d, a = %d, clk = %d",dataa, datab, c, a,clk);
end
endmodule
</file>
<file path="run.sh">
#!/bin/bash
# OpenROAD 26Q1-2900-gdf79404cd8, Yosys 0.63+post, stock flow scripts
make -C /OpenROAD-flow-scripts/flow DESIGN_CONFIG=/design/flow/config.mk WORK_HOME=/design/flow/orfs finish
</file>
<file path="config.mk">
export PLATFORM = sky130hd
export DESIGN_NAME = mac_16
export DESIGN_NICKNAME = mac_16
export VERILOG_FILES = /design/flow/design.v
export SDC_FILE = /design/flow/constraint.sdc
export NUM_CORES = 4
export LEC_CHECK = 1
export CORE_UTILIZATION = 50
</file>
<file path="constraint.sdc">
current_design mac_16

set clk_period 34.0
set clk_io_pct 0.2

create_clock -name clk0 -period $clk_period [get_ports {clk}]

set non_clock_inputs [all_inputs -no_clocks]
set_input_delay [expr $clk_period * $clk_io_pct] -clock clk0 $non_clock_inputs
set_output_delay [expr $clk_period * $clk_io_pct] -clock clk0 [all_outputs]
</file>
==> impl_metrics.py <==
# Generated from Yosys and OpenROAD reports
metrics = {
    "synthesis": {
        "mux_share_pct": 3.94,
        "synth_cell_types": 87,
        "yosys_warnings": 4,
        "yosys_cells": 2639,
        "synthCells": 2639,
        "yosys.area_share.simple_pct": 22.2,
        "yosysChipArea_sq_mm": 0.0195,
        "async_flop_share_pct": 0,
        "synth-edff-count": 64,
        "ys_sh_aoi_pct": 30.7,
        "syn_area_sq_mm": 0.0195,
        "ys_seq_share_pct": 9.86,
        "logic_family": "AND-OR/OR-AND gates",
        "synthXorXnorAreaFrac_pct": 9.07,
        "avgSynthCellArea_sq_um": 7.39,
        "ys_ff": 64,
        "synth_adder_area_share_pct": 20.6,
        "synth-main-ff-cell": "edfxtp_1",
    },
    "timing": {
        "rsz0062_at_grt": "no",
        "tns_ns": 0,
        "layout_setup_ws_ns": 2.04,
        "max_slew.worst_pin.slew_ns": 0.879,
        "max_freq_mhz": 31.3,
        "hold_viol": 0,
        "drv_slew": 0,
        "fin_crit_sh_pct": 94.0,
        "min_period_ns": 31.96,
        "skew_ns": 0.00667,
        "setup_viol": 0,
        "slew_headroom_pct": 40.8,
    },
    "worst_setup_path": {
        "crit_buf_inv": 7,
        "r2r_slack_ns": 30.13,
        "worst_setup_path_start_kind": "primary input",
        "cpPeakStageDelay_ns": 0.57,
        "cp_num_cells": 110,
        "r2r-start": "out[0]",
        "cp-end-kind": "flip-flop",
        "crit_path_start": "dataa[1]",
        "cp.arrival_ns": 32.03,
        "crit_required_ns": 34.07,
        "worstReg2RegEnd": "out[38]",
        "crit_top_cell": "ha_1",
        "critPathTopFamily": "AND-OR/OR-AND gates",
        "slowest_stage": "o21ai_0",
        "r2r_cells": 14,
        "path_class": "in2reg",
        "crit_fanout": 18,
    },
    "floorplan": {
        "die-width_um": 199,
        "num_rows": 71,
        "die_h_um": 199,
        "core_sq_mm": 0.0380,
        "die_area_sq_mm": 0.0398,
        "io_pins": 98,
        "floorplanUtilization_pct": 51.3,
    },
    "hold_path": {
        "hold_class": "reg2reg",
        "min_to": "out[0]",
        "holdCritStartpoint": "out[0]",
        "whs_path_depth": 1,
    },
    "clock_network": {
        "cts_tree": "done",
        "cts_resized": 0,
        "cts-root-buf": "clkbuf_16",
        "clkLatencyLatePin_ns": 0.33,
        "holdBufCountCts": 0,
        "htreeDepth": 3,
        "post_cts_buffers": 0,
        "clk_pin_slew_worst_paths_ns": 0.06,
        "clock_sinks": 64,
        "cts_made_buffers": 9,
        "clock_path_buffers": 2,
    },
    "place": {
        "dp_hpwl_um": 49600,
        "gp_congestion": 0.983,
        "portBuffers": 97,
        "dp_slack_ns": 1.26,
    },
    "layout": {
        "largestRegisters": "out (64)",
        "areaGrowthSynthToFinish_pct": 9.82,
        "final_cell_mix": "ha_1 (295), nand2_1 (272), nor2_1 (229)",
        "mostFrequentLayoutCell": "ha_1",
        "largest_reg_flops": 64,
        "drive_above_1_share_pct": 5.30,
        "top_register": "out",
    },
    "detailed_routing": {
        "drc": 0,
        "viasPerCell": 6.26,
        "ant_nets": 0,
        "vias": 20200,
        "routedWlPerCell_um": 19.7,
        "diodes": 0,
        "drtIter0Drc": 1521,
        "first_pass_iters": 5,
        "wl_um": 63700,
    },
    "job": {
        "warning_count": 52,
        "drv_cap": 0,
    },
    "outcome": {
        "status": "finished clean",
    },
    "global_route": {
        "grt_overflow": 0,
        "grt_first_pass_wirelength_um": 99200,
        "grt_pass1_vias": 18300,
        "antenna_found_initial": 2,
        "track_usage_pct": 32.8,
        "grt_max_degree": 53,
    },
}
[synth_stat cells, types with 19 or more instances]
cell / instances / area (sq um)
ha_1: 295 / 3690
nand2_1: 272 / 1020
nor2_1: 229 / 860
a21oi_1: 227 / 1140
o21ai_0: 159 / 796
inv_1: 108 / 405
xnor2_1: 105 / 920
xor2_1: 97 / 850
a21o_1: 86 / 646
nor3_1: 80 / 400
o21a_1: 66 / 495
edfxtp_1: 64 / 1920
nand3_1: 62 / 310
clkbuf_1: 59 / 221
mux2_2: 42 / 473
nand2b_1: 41 / 257
a211oi_1: 40 / 300
a31oi_1: 38 / 238
and2_1: 33 / 206
nor2b_1: 33 / 206
o211ai_1: 29 / 218
mux2i_1: 28 / 280
o31ai_1: 26 / 195
or3_1: 26 / 163
and3_1: 25 / 156
nand4_1: 19 / 119
nor4_1: 19 / 119
[stage by stage]
stage | hold slack, ns | instances | area (sq um) | util (%)
after global routing | 0.627 | 3228 | 21400 | 56.3
after CTS | 0.595 | 3228 | 21400 | 56.3
after global placement | 0.568 | 3212 | 21100 | 55.5
final | 0.592 | 3228 | 21400 | 56.3
after floorplan | 0.526 | 2639 | 19500 | -
after detailed placement | 0.576 | 3212 | 21100 | 55.5
[metal layers]
metal	GRT usage (%)	part of all wire [%]
met4	6.59	2.3
met1	49.1	47
met2	51.7	44
met3	3.63	6.8
met5	0	0
[how the worst max path moves through the flow]
stage     endpoint  slack [ns]
6_report   out[38]        2.04
5_1_grt    out[42]        0.19
4_1_cts    out[45]        1.46
[area by class of cell]
class                           count  area [sq um]
Sequential cell                    64          1920
Clock inverter                      7          71.3
Multi-Input combinational cell   2388         16900
Clock buffer                        9           225
Timing Repair Buffer              135          1250
Fill cell                        3631         16600
Inverter                          114           428
Tap cell                          511           639
[kinds of logic (layout without fill, tap and decap cells)]
group                    Yosys count  count (layout)
buffers and inverters            187             265
AND-OR/OR-AND                    899             899
XOR/XNOR                         202             202
flip-flops                        64              64
adder cells (fa/ha/maj)          311             311
AND/OR/NAND/NOR                  905             905
multiplexers                      71              71
